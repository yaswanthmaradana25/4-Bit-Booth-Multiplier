===== run.sh =====
#!/bin/bash
# OpenROAD 26Q1-2900-gdf79404cd8, Yosys 0.63+post, stock flow scripts
make -C /OpenROAD-flow-scripts/flow DESIGN_CONFIG=/design/flow/config.mk WORK_HOME=/design/flow/orfs finish

===== config.mk =====
export PLATFORM = sky130hd
export DESIGN_NAME = booth_multiplier
export DESIGN_NICKNAME = booth_multiplier
export VERILOG_FILES = /design/flow/design.v
export SDC_FILE = /design/flow/constraint.sdc
export NUM_CORES = 4
export LEC_CHECK = 1
export CORE_AREA = 10 10 98 98
export DIE_AREA = 0 0 108 108

===== constraint.sdc =====
current_design booth_multiplier

set clk_period 4.7
set clk_io_pct 0.2

create_clock -name clk0 -period $clk_period [get_ports {clk}]

set non_clock_inputs [all_inputs -no_clocks]
set_input_delay [expr $clk_period * $clk_io_pct] -clock clk0 $non_clock_inputs
set_output_delay [expr $clk_period * $clk_io_pct] -clock clk0 [all_outputs]

===== design.v =====
`timescale 1ns / 1ps
module booth_multiplier(
                        input clk,
                        input signed [3:0]multiplier ,
                        input signed [3:0]multiplicand ,
                        input reset , start ,
                        output reg [7:0]product,
                        output reg ready);
    reg signed [3:0] Q , M;
    reg signed [4:0] A;
    reg signed Q_1;
    reg [1:0] present_state ;
    reg [1:0] next_state;
    reg [2:0]count;
    parameter IDLE = 2'b00 , 
              CHECK = 2'b01 ,
              SHIFT = 2'b10 ,
              FINISH = 2'b11 ;
    always @(posedge clk) begin
        if(reset) begin
            present_state <= IDLE;
        end
        else begin
            present_state <= next_state;
        end    
    end  
    always @(*) begin
        case(present_state) 
            IDLE: begin
                if(start) begin
                    next_state = CHECK;
                end
            end
            CHECK : begin
                next_state = SHIFT;
            end
            SHIFT : begin
                if(count==1) begin
                    next_state = FINISH;
                end
                else begin
                    next_state = CHECK;
                end
            end
            FINISH : begin
                next_state =IDLE;
            end
            default : begin
                next_state = IDLE;
            end
        endcase
    end
    always @(posedge clk) begin
        if(reset) begin
            ready <= 0;
            product <=0;
        end
        else begin
            case(present_state)
                IDLE : begin
                    if(start) begin
                        A <=5'b00000;
                        Q <= multiplier ;
                        M <= multiplicand;
                        Q_1 <=0;
                        count <=3'd4;
                        ready <=0;
                    end
                end
                CHECK : begin
                    if(Q[0] ==1 && Q_1==0) begin
                        A <= A-M;
                    end
                    else if (Q[0]==0 && Q_1==1) begin
                        A <= A+M;
                    end
                end
                SHIFT: begin
                    {A,Q,Q_1} <= {A[4] , A[4:0] ,Q[3:0]};
                    count<=count-1;     
                end
                FINISH : begin
                    product<={A[3:0],Q[3:0]};
                    ready<=1;
                end
            endcase 
        end
    end          
endmodule

==> deck_impl_summary.md <==
Run Summary

Outcome
  – Status: complete, no violations

Clocking
  – Clock-pin slew on the worst setup and hold paths: 100 ps
  – Root Buffer: clkbuf_8
  – Total CTS buffers: 3
  – Post-CTS setup buffers: 0
  – H-tree Lvls: 1
  – TritonCTS clock tree: yes
  – Clock buffer depth: 2
  – Cts repair resizes: 0
  – Worst-skew pair later-pin latency: 270 ps
  – Cts hold-fix bufs: 0

Final timing
  – Register pins left without a clock: 2
  – Max Freq: 395 MHz
  – Min Clock Period, post-route: 2530 ps
  – Final setup violation count: 0
  – Setup WS post-layout: 2170 ps
  – Worst Tran Pin Value: 791 ps
  – Slew HR: 46.8%
  – Post-layout period usage: 53.9%
  – RSZ-0062 raised after global routing: no
  – Endpoints left unconstrained: 2
  – Setup TNS: 0 ps
  – Clk_skew: 2.18 ps
  – Final Hold Violation Tally: 0
  – Final Max Tran Viols: 0

Final layout
  – Comb area: 682 um^2
  – Fillers: 808
  – Non-filler cells, final: 255
  – Layout cell share with drive strength beyond 1: 7.84%
  – Flop area: 761 um^2
  – Syn-to-layout area delta: 24.2%

Global route
  – Vias in the first global route: 1,016
  – First-pass GRT wire length: 4810 um
  – Grt ovf: 0
  – Total track usage: 4.98%
  – Initial antenna violation count: 0
  – Pin count of the biggest net entering global routing: 17

Synthesis
  – Synth async-reset ratio: 0%
  – Post-synth EDFFs: 17
  – Synth top cells by count: edfxtp_1 (17), nor2_1 (14), ha_1 (12)
  – Synth cell types: 36
  – Post-synth area from yosys stat: 1510 um^2
  – Mapped Cells: 134
  – Area leader share: 33.8%
  – Ys cells: 134
  – Largest area contributor in the netlist: edfxtp_1
  – Yosys warnings: 1
  – Flops after synth: 30
  – Synthesized area: 1510 um^2
  – Top cells, area: edfxtp_1 (34%), dfxtp_1 (15%), ha_1 (9.9%), mux2i_1 (6.0%), nor2b_1 (4.6%)
  – Synthesized area per cell: 11.3 um^2
  – Yosys top cell by instances: edfxtp_1
  – Most common reg cell: edfxtp_1

Pwr
  – Sw Ratio: 21.5%
  – Logic pwr share: 10.7%
  – P_int: 0.390 mW
  – Clock power frac: 34.0%
  – VDD IR max: 0.000113 V
  – Switching pwr: 0.107 mW
  – Power per cell area: 265 nW/um^2
  – Leakage: 0.672 nW
  – Sequential fraction of design power: 55.4%

Worst setup path
  – Buffers plus inverters on the worst setup path: 1
  – R2R depth: 7
  – Critical Path End Type: flop
  – Critical path peak fanout: 15
  – R2r setup slk: 2480 ps
  – CP Cell Sequence: clkdlybuf4s50_1 -> nor4_1
  – CP max-delay cell: nor4_1
  – Worst path required time: 4620 ps
  – Type of origin of the critical path: input pin
  – R2r endpoint: A[4]$_DFFE_PP_
  – Top delay family on crit path: simple AND/OR/NAND/NOR gates
  – R2R Path Start: Q_1$_SDFFCE_PN0P_
  – Crit path DAT: 2450 ps
  – CP peak stage delay: 810 ps
  – WS Path Type: in -> reg

Floorplanning
  – Die Y: 108 um
  – Chip area: 11,700 um^2
  – Rows: 32
  – Die span in x: 108 um
  – Fp util: 19.7%
  – I/O Pins: 20
  – Core region area: 7650 um^2

Placed design
  – Number of I/O port buffers: 19
  – Post-Place Cells: 251
  – Pre-CTS WS: 1870 ps
  – Final RePlAce weighted congestion: 0.772
  – Detailed Place HPWL: 2180 um

Run
  – Log Warnings: 30
  – Total of max-cap violations: 0

Min path
  – HP Class: reg -> reg
  – Hold Startpoint: ready$_SDFFE_PP0P_
  – Hold path depth: 2
  – Worst Hold End: ready$_SDFFE_PP0P_

Drt
  – Drt wl/cell: 11.2 um
  – Drt first-iter violations: 52
  – Residual DRC: 0
  – Number of antenna diodes: 0
  – Vias per cell: 3.83
  – Post-route ant nets: 0
  – Iteration tally of the first detailed-router pass: 3
  – Vias: 977
  – Total Wirelength: 2850 um
-- state kept, by name, summed over array words and instances (netlist names) --
signal,flops
ready,1
Q_1,1
M,4
Q,4
next_state,2
count,3
A,5
product,8
present_state,2
-- area by class of cell --
cell class	count	share of cell area, %
inverters	11	2.20
repair buffers	20	10.5
multi-input cells	88	36.4
clock buffers	4	3.54
flip-flops and latches	30	40.6
well taps	102	6.80
-- worst max-delay path by stage --
stage / from / endpoint / slack, ps / cells past startpoint
CTS: reset / A[1]$_DFFE_PP_ / 2180 / 2
global route: reset / A[0]$_DFFE_PP_ / 2040 / 2
finish: reset / A[2]$_DFFE_PP_ / 2170 / 2
-- cell families (layout without fill, tap and decap cells) --
| family | count (synthesis) | after routing | share of synthesized area, % |
|---|---|---|---|
| buffers and inverters | 16 | 35 | 4.47 |
| flip-flops | 28 | 28 | 48.4 |
| XOR/XNOR | 4 | 4 | 2.32 |
| AND/OR/NAND/NOR | 44 | 44 | 15.8 |
| multiplexers | 14 | 14 | 9.69 |
| latches | 2 | 2 | 1.99 |
| AND-OR/OR-AND | 13 | 13 | 6.05 |
| adder cells (fa/ha/maj) | 13 | 13 | 11.3 |
-- per-layer routing --
layer  vias up  track usage (%)  wire, um  part of all wire [%]
met5         -                0         0                     0
met4         0             1.24        73                   2.6
met3         4             1.02       116                   4.1
li1        502                -         -                     -
met1       456             6.83      1400                    49
met2        15             7.93      1260                    44
-- through the flow --
stage	hold slack (ps)	utilization, %	total power, mW	cell area [um^2]
after detailed placement	467	23.7	0.335	1810
after CTS	485	24.5	0.507	1880
after global placement	465	23.7	0.334	1810
final	478	24.5	0.498	1880
after floorplan	432	-	0.315	1510
after global routing	529	24.5	0.522	1880
-- power by group through the flow --
stage | clock [mW] | sequential (mW) | combinational [mW]
after CTS | 0.177 | 0.276 | 0.0542
after global routing | 0.184 | 0.277 | 0.0608
final | 0.169 | 0.275 | 0.0532
-- layout by cell type, fill, tap and decap left out, types with 2 or more instances in the layout --
master            n
a22oi_1           2
nor2b_1          11
nand2_1           5
dfxtp_1          11
inv_1            11
nor2_1           14
xnor2_1           3
edfxtp_1         17
o2111ai_1         2
dlxtn_1           2
clkdlybuf4s50_1  19
clkbuf_8          3
nor3_1            3
a21oi_1           2
mux2i_1           9
nand3_1           2
mux2_2            4
ha_1             12
o21ai_0           2
Power and IR drop assume default switching activity.
